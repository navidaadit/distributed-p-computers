## flow/constraint.sdc

```tcl
current_design pack_pbits

set clk_period 17.7
set clk_io_pct 0.2

create_clock -name clk0 -period $clk_period [get_ports {clk}]

set non_clock_inputs [all_inputs -no_clocks]
set_input_delay [expr $clk_period * $clk_io_pct] -clock clk0 $non_clock_inputs
set_output_delay [expr $clk_period * $clk_io_pct] -clock clk0 [all_outputs]
```

## flow/design.v

```verilog
package PSL_pkg;
    localparam j_bit_width = 6;  
    localparam h_bit_width = 6;  
    localparam i_bit_width = 6;  
    localparam j_bram_addr_bit_width = 17;  
    localparam h_bram_addr_bit_width = 15;  
    localparam s_bram_addr_bit_width = 20;  
    localparam RNG_bit_width = 32;  
    localparam num_pbits = 50653;  
    localparam length_J_array = 26734;
    localparam length_h_array = 8442;
    localparam available_clocks = 3;
    localparam W_R_clk_ratio = 3;  
    localparam DATA_WIDTH_FMC = 30;  
    localparam DATA_WIDTH_FMCPLUS = 54;  
    localparam actual_num_pbits_sending_2_3 = 1369;  
    localparam TOTAL_NUM_PBITS_SENDING_2_3 = ((actual_num_pbits_sending_2_3 + DATA_WIDTH_FMC - 1) / DATA_WIDTH_FMC) * DATA_WIDTH_FMC;  
    localparam actual_num_pbits_receiving_3_2 = 1369;  
    localparam TOTAL_NUM_PBITS_RECEIVING_3_2 = ((actual_num_pbits_receiving_3_2 + DATA_WIDTH_FMC - 1) / DATA_WIDTH_FMC) * DATA_WIDTH_FMC;  
    localparam actual_num_pbits_sending_3_2 = 1369;  
    localparam TOTAL_NUM_PBITS_SENDING_3_2 = ((actual_num_pbits_sending_3_2 + DATA_WIDTH_FMC - 1) / DATA_WIDTH_FMC) * DATA_WIDTH_FMC;  
    localparam actual_num_pbits_receiving_2_3 = 1369;  
    localparam TOTAL_NUM_PBITS_RECEIVING_2_3 = ((actual_num_pbits_receiving_2_3 + DATA_WIDTH_FMC - 1) / DATA_WIDTH_FMC) * DATA_WIDTH_FMC;  
    localparam actual_num_pbits_sending_3_4 = 1369;  
    localparam TOTAL_NUM_PBITS_SENDING_3_4 = ((actual_num_pbits_sending_3_4 + DATA_WIDTH_FMCPLUS - 1) / DATA_WIDTH_FMCPLUS) * DATA_WIDTH_FMCPLUS;  
    localparam actual_num_pbits_receiving_4_3 = 1369;  
    localparam TOTAL_NUM_PBITS_RECEIVING_4_3 = ((actual_num_pbits_receiving_4_3 + DATA_WIDTH_FMCPLUS - 1) / DATA_WIDTH_FMCPLUS) * DATA_WIDTH_FMCPLUS;  
    localparam actual_num_pbits_sending_4_3 = 1369;  
    localparam TOTAL_NUM_PBITS_SENDING_4_3 = ((actual_num_pbits_sending_4_3 + DATA_WIDTH_FMCPLUS - 1) / DATA_WIDTH_FMCPLUS) * DATA_WIDTH_FMCPLUS;  
    localparam actual_num_pbits_receiving_3_4 = 1369;  
    localparam TOTAL_NUM_PBITS_RECEIVING_3_4 = ((actual_num_pbits_receiving_3_4 + DATA_WIDTH_FMCPLUS - 1) / DATA_WIDTH_FMCPLUS) * DATA_WIDTH_FMCPLUS;  
endpackage : PSL_pkg
`timescale 1ns / 1ps
module pack_pbits #(
    parameter DATA_WIDTH = 256,    
    parameter TOTAL_NUM_PBITS = 1024   
) (
    input wire clk,
    input wire [TOTAL_NUM_PBITS-1:0] pbits,
    output reg [DATA_WIDTH-1:0] s_axis_tx_tdata,
    output reg s_axis_tx_tlast
);
    localparam FRAME_COUNT = TOTAL_NUM_PBITS / DATA_WIDTH;
    integer frame_index = 0;
    integer bit_index = 0;   
    always @(posedge clk) begin
        s_axis_tx_tdata <= pbits[bit_index +: DATA_WIDTH];
        s_axis_tx_tlast <= (frame_index == FRAME_COUNT-1) ? 1'b1 : 1'b0;
        if (frame_index < FRAME_COUNT-1) begin
            frame_index <= frame_index + 1;
            bit_index <= bit_index + DATA_WIDTH;   
        end else begin
            frame_index <= 0;
            bit_index <= 0;   
        end
    end
endmodule
```

## flow/run.sh

```bash
#!/bin/bash
# OpenROAD 26Q1-2900-gdf79404cd8, Yosys 0.63+post, stock flow scripts
make -C /OpenROAD-flow-scripts/flow DESIGN_CONFIG=/design/flow/config.mk WORK_HOME=/design/flow/orfs finish
```

## flow/config.mk

```make
export PLATFORM = sky130hd
export DESIGN_NAME = pack_pbits
export DESIGN_NICKNAME = pack_pbits
export VERILOG_FILES = /design/flow/design.v
export SDC_FILE = /design/flow/constraint.sdc
export NUM_CORES = 4
export LEC_CHECK = 1
export CORE_AREA = 10 10 491 491
export DIE_AREA = 0 0 501 501
```

==> impl_metrics.py <==
# Generated from Yosys and OpenROAD reports
metrics = {
    "status": {
        "status": "finished, final reports clean",
    },
    "layout": {
        "fin_cells": 5454,
        "mostFrequentLayoutCells": "clkdlybuf4s50_1, dfxtp_1, mux4_2",
        "drive_gt1_share_pct": 16.9,
        "syn2layout_area_growth_pct": 125,
        "utilization_pct": 14.3,
        "layout_top_cell": "clkdlybuf4s50_1",
        "final_area_um2": 33000,
    },
    "worst_hold_path": {
        "min_to": "frame_index[0]",
        "holdPathStages": 1,
        "hp-start": "frame_index[0]",
        "hold_path.class": "reg2reg",
    },
    "logic_synthesis": {
        "ys_types": 35,
        "ys_area_um2": 14600,
        "ys_cells": 1060,
        "ys.flops": 293,
        "syn_area_um2": 14600,
        "postSynthAreaPerCell_um2": 13.8,
        "postSynthSeqShare_pct": 40.1,
        "syn_inst": 1060,
        "yosysWarnings": 1,
    },
    "timing": {
        "skew_ns": 0.0383,
        "period_needed_ns": 5.96,
        "finalWorstSetupSlack_ns": 11.74,
        "max_slew_margin_pct": 23.3,
        "rsz0062_at_grt": "no",
        "worst_slew_pin_slew_ns": 1.15,
        "final.setup.tns_ns": 0,
        "finalMaxSlewViolations": 0,
        "holdWs_ns": 0.494,
        "max_freq_mhz": 168,
        "fin_crit_sh_pct": 33.7,
        "setup_violations": 0,
        "hold_viol": 0,
    },
    "global_route": {
        "grt.busiest_layer": "met2",
        "met3_usage_pct": 13.8,
        "use_met2_pct": 27.8,
        "grt_usage_pct": 18.5,
        "grt_pass1_wl_um": 275000,
        "antenna_found_initial": 393,
        "grt_max_degree": 72,
        "grt_overflow": 0,
        "grt_pass1_vias": 17036,
        "met1_usage_pct": 21.9,
    },
    "floorplan": {
        "ios": 1282,
        "fp-utilization_pct": 6.35,
        "core-area_um2": 230000,
        "chipArea_um2": 251000,
        "rows": 176,
        "die_w_um": 501,
        "fp.dieH_um": 501,
    },
    "power_and_ir_drop": {
        "p_per_area_nw_per_um2": 66.0,
        "seqPwrFrac_pct": 32.9,
        "sw_frac_of_total_pct": 26.1,
        "ir_drop_uv": 69.7,
        "power_mw": 2.18,
        "power.internal_mw": 1.61,
        "power.clock.fraction_pct": 47.8,
        "power.leakage_nw": 10.9,
        "switching_power_mw": 0.568,
        "p_comb_share_pct": 19.4,
    },
    "worst_setup_path": {
        "cp_top_family": "flip-flops",
        "crit_required_ns": 14.16,
        "path_cells": "clkdlybuf4s50_1",
        "timing.rr.start": "bit_index[8]",
        "worstPathArrival_ns": 2.42,
        "critPathLaunchType": "flip-flop",
        "crit_fanout": 1,
        "critical_path_buf_inv_count": 1,
        "reg2reg_slack_ns": 13.37,
        "worst_r2r_path_depth": 8,
        "slowest_stage": "dfxtp_1",
        "r2r_end": "s_axis_tx_tdata[72]",
        "critical_path_class": "reg2out",
        "slowest_delay_ns": 1.05,
        "end_kind": "primary output",
    },
    "clock_network": {
        "cts.sinks": 293,
        "numCtsBuffers": 49,
        "cts_root_buffer": "clkbuf_16",
        "clock_path_buffers": 3,
        "clk_pin_slew_ns": 0.05,
        "cts_resized": 0,
        "htree_num_levels": 2,
        "clkLatencyLatePin_ns": 0.69,
        "postCtsSetupBuffers": 0,
        "cts_tree": "built",
        "ctsHoldBuffers": 0,
    },
    "drt": {
        "route.detailed.drc": 0,
        "detail-route-antenna-nets": 0,
        "drtPass1Iterations": 5,
        "wl_per_cell_um": 43.3,
        "avgViaCountPerCell": 3.11,
        "routed_wl_um": 236000,
        "via_count": 16943,
        "dr.first_iter.drc_count": 866,
    },
    "place": {
        "dpl-instance-area_um2": 31200,
        "dpl.cell_count": 5311,
        "globalplace.congestion": 0.982,
        "pre_cts_ws_ns": 12.33,
        "dp_hpwl_um": 218000,
        "numPortBuffers": 1281,
    },
    "job": {
        "tool_warnings": 25,
        "maxCapViolations": 0,
    },
}
[logic make-up after synthesis]
kind of cell | share of synthesized area, %
multiplexers | 39.4
flip-flops | 40.1
AND/OR/NAND/NOR | 15.2
AND-OR/OR-AND | 1.12
XOR/XNOR | 1.02
adder cells (fa/ha/maj) | 0.171
buffers and inverters | 2.93
[how the worst max path moves through the flow]
stage / from / to / depth (start not counted)
finish: s_axis_tx_tdata[66] / s_axis_tx_tdata[66] / 1
global route: s_axis_tx_tdata[6] / s_axis_tx_tdata[6] / 1
CTS: s_axis_tx_tdata[70] / s_axis_tx_tdata[70] / 1
[power by group through the flow]
| stage | registers, mW | logic, mW | clock network [mW] |
|---|---|---|---|
| after CTS | 0.717 | 0.430 | 1.10 |
| after global routing | 0.718 | 0.443 | 1.11 |
| final | 0.715 | 0.422 | 1.04 |
[layout make-up]
cell class	instances	area, µm²
inverters	2	7.51
diodes	54	135
clock buffers	63	1370
repair buffers	1323	13100
fillers	25563	197000
well taps	3026	3790
flip-flops and latches	293	5870
clock inverters	26	304
multi-input cells	667	8350
[per-layer routing]
metal / up-vias / share of wire (%) / routed length [µm]
met5: - / 0.61 / 1440
met4: 210 / 2.3 / 5310
met3: 627 / 17 / 39200
met2: 1536 / 43 / 101000
met1: 7867 / 38 / 89600
li1: 6703 / - / -
[cells in the mapped netlist]
cell      count  area share, %
nand3_1      12           0.41
a21oi_1      15           0.51
o31a_1        1          0.060
ha_1          2           0.17
buf_2        29           0.99
inv_1         2          0.051
clkbuf_1     60            1.5
xor2_1        8           0.48
nor3_1        3           0.10
buf_1         5           0.13
nor2_1       22           0.56
xnor2_1       9           0.54
nand2_1       8           0.21
buf_4         2           0.10
dfxtp_1     293             40
or4_2         1          0.060
and4_1        6           0.36
or3_1        10           0.43
nand4_1      16           0.68
nor2b_1     258             11
mux4_2      256             39
nor4_1       10           0.43
and2_1        1          0.043
o21ai_0      10           0.34
or4_1         4           0.21
nand3_2       1          0.068
clkbuf_2      1          0.034
and3_1        5           0.21
or2_2         1          0.043
buf_6         1          0.077
o31ai_1       4           0.21
or4_4         1          0.077
and2_2        1          0.051
nand4_4       1           0.15
and4_2        1          0.068
[flip-flops by register name (all words and copies together) (netlist names)]
signal and flops:
bit_index 4, s_axis_tx_tlast 1, s_axis_tx_tdata 256, frame_index 32
