==> design.v <==
package PSL_pkg;
    localparam j_bit_width = 6;  
    localparam h_bit_width = 6;  
    localparam i_bit_width = 6;  
    localparam j_bram_addr_bit_width = 17;  
    localparam h_bram_addr_bit_width = 15;  
    localparam s_bram_addr_bit_width = 20;  
    localparam RNG_bit_width = 32;  
    localparam num_pbits = 50653;  
    localparam length_J_array = 26734;
    localparam length_h_array = 8442;
    localparam available_clocks = 3;
    localparam W_R_clk_ratio = 3;  
    localparam DATA_WIDTH_FMC = 30;  
    localparam DATA_WIDTH_FMCPLUS = 54;  
    localparam actual_num_pbits_sending_2_3 = 1369;  
    localparam TOTAL_NUM_PBITS_SENDING_2_3 = ((actual_num_pbits_sending_2_3 + DATA_WIDTH_FMC - 1) / DATA_WIDTH_FMC) * DATA_WIDTH_FMC;  
    localparam actual_num_pbits_receiving_3_2 = 1369;  
    localparam TOTAL_NUM_PBITS_RECEIVING_3_2 = ((actual_num_pbits_receiving_3_2 + DATA_WIDTH_FMC - 1) / DATA_WIDTH_FMC) * DATA_WIDTH_FMC;  
    localparam actual_num_pbits_sending_3_2 = 1369;  
    localparam TOTAL_NUM_PBITS_SENDING_3_2 = ((actual_num_pbits_sending_3_2 + DATA_WIDTH_FMC - 1) / DATA_WIDTH_FMC) * DATA_WIDTH_FMC;  
    localparam actual_num_pbits_receiving_2_3 = 1369;  
    localparam TOTAL_NUM_PBITS_RECEIVING_2_3 = ((actual_num_pbits_receiving_2_3 + DATA_WIDTH_FMC - 1) / DATA_WIDTH_FMC) * DATA_WIDTH_FMC;  
    localparam actual_num_pbits_sending_3_4 = 1369;  
    localparam TOTAL_NUM_PBITS_SENDING_3_4 = ((actual_num_pbits_sending_3_4 + DATA_WIDTH_FMCPLUS - 1) / DATA_WIDTH_FMCPLUS) * DATA_WIDTH_FMCPLUS;  
    localparam actual_num_pbits_receiving_4_3 = 1369;  
    localparam TOTAL_NUM_PBITS_RECEIVING_4_3 = ((actual_num_pbits_receiving_4_3 + DATA_WIDTH_FMCPLUS - 1) / DATA_WIDTH_FMCPLUS) * DATA_WIDTH_FMCPLUS;  
    localparam actual_num_pbits_sending_4_3 = 1369;  
    localparam TOTAL_NUM_PBITS_SENDING_4_3 = ((actual_num_pbits_sending_4_3 + DATA_WIDTH_FMCPLUS - 1) / DATA_WIDTH_FMCPLUS) * DATA_WIDTH_FMCPLUS;  
    localparam actual_num_pbits_receiving_3_4 = 1369;  
    localparam TOTAL_NUM_PBITS_RECEIVING_3_4 = ((actual_num_pbits_receiving_3_4 + DATA_WIDTH_FMCPLUS - 1) / DATA_WIDTH_FMCPLUS) * DATA_WIDTH_FMCPLUS;  
endpackage : PSL_pkg
`timescale 1ns / 1ps
module unpack_pbits #(
    parameter DATA_WIDTH = 256,    
    parameter TOTAL_NUM_PBITS = 1024   
) (
    input wire clk,
    input wire [DATA_WIDTH-1:0] m_axis_rx_tdata,
    input wire m_axis_rx_tlast,
    output wire [TOTAL_NUM_PBITS-1:0] pbits
);
    localparam FRAME_COUNT = TOTAL_NUM_PBITS / DATA_WIDTH;
    reg [DATA_WIDTH-1:0] data_buffer[FRAME_COUNT-1:0];
    reg [DATA_WIDTH-1:0] temp_buffer;   
    integer frame_index = 0;
    integer temp_frame_index = 0;
    logic m_axis_rx_tvalid = 1;
    always @(posedge clk) begin
        if (m_axis_rx_tvalid) begin
            temp_buffer <= m_axis_rx_tdata;   
            temp_frame_index  <= frame_index;
            data_buffer[temp_frame_index] <= temp_buffer;   
            if (m_axis_rx_tlast) begin
                frame_index <= 0;
            end else begin
                frame_index <= frame_index + 1;
            end
        end
    end
    generate
        genvar i;
        for(i=0; i<FRAME_COUNT; i=i+1) 
        begin : pbits_assign
            assign pbits[i*DATA_WIDTH +: DATA_WIDTH] = data_buffer[i];
        end
    endgenerate
endmodule
==> run.sh <==
#!/bin/bash
# OpenROAD 26Q1-2900-gdf79404cd8, Yosys 0.63+post, stock flow scripts
make -C /OpenROAD-flow-scripts/flow DESIGN_CONFIG=/design/flow/config.mk WORK_HOME=/design/flow/orfs finish
==> config.mk <==
export PLATFORM = sky130hd
export DESIGN_NAME = unpack_pbits
export DESIGN_NICKNAME = unpack_pbits
export VERILOG_FILES = /design/flow/design.v
export SDC_FILE = /design/flow/constraint.sdc
export NUM_CORES = 4
export LEC_CHECK = 1
export CORE_AREA = 10 10 530 530
export DIE_AREA = 0 0 540 540
==> constraint.sdc <==
current_design unpack_pbits

set clk_period 18.8
set clk_io_pct 0.2

create_clock -name clk0 -period $clk_period [get_ports {clk}]

set non_clock_inputs [all_inputs -no_clocks]
set_input_delay [expr $clk_period * $clk_io_pct] -clock clk0 $non_clock_inputs
set_output_delay [expr $clk_period * $clk_io_pct] -clock clk0 [all_outputs]
==> out/README.md <==
| Item | This run | Unit |
|:---|:---|:---|
| Outcome | completed | - |
| Yosys synthesis chip area | 0.0360 | mm² |
| Number of buffers and inverters on the critical path | 1 | - |
| Synthesis Warnings | 1 | - |
| Final clock skew | 40.6 | ps |
| Setup_tns | 0 | ps |
| Iteration-0 DRC Markers | 1090 | - |
| Total GRT Usage | 0.106 | - |
| Final Max Slew Viols | 0 | - |
| Number of routed nets with antenna violations | 0 | - |
| Worst Path Class, Setup | reg -> out | - |
| Maximum count of clock buffers along a single path | 4 | - |
| Clock transition at path regs | 60 | ps |
| Number of gates given a new drive strength after cts | 0 | - |
| Highest Clock Rate | 181 | MHz |
| Unrepaired setup endpoints after global routing | no | - |
| Starting Density | 0.134 | - |
| Leakage dissipation | 19.4 | nW |
| Aggregate global routing overflow | 0 | - |
| # port buffers | 1281 | - |
| Avg WL per Cell | 24.4 | µm |
| Number of hold violations in the final report | 0 | - |
| Initial antenna violation count | 41 | - |
| Critical-path cell with the highest stage delay | sky130_fd_sc_hd__clkdlybuf4s50_1 | - |
| Floorplan die area | 0.292 | mm² |
| Most frequent cells after synthesis | sky130_fd_sc_hd__edfxtp_1 (1024), sky130_fd_sc_hd__dfxtp_1 (260), sky130_fd_sc_hd__nor2_1 (3) | - |
| Transition at the pin with the smallest max-transition slack | 838 | ps |
| Register area share after synthesis | 0.999 | - |
| First-pass GRT wire length | 202 | mm |
| Number of enable flip-flop cells | 1024 | - |
| Fillers | 27767 | - |
| Number of library cell types mapped by synthesis | 6 | - |
| Ys cells | 1291 | - |
| CORE AREA | 0.269 | mm² |
| Maximum fanout encountered on the critical timing path | 1 | - |
| Pin count of the biggest net entering global routing | 78 | - |
| Area share of the largest cell type after synthesis | 0.854 | - |
| Synth top cell by count | sky130_fd_sc_hd__edfxtp_1 | - |
| Leading cell types by total area after synthesis | sky130_fd_sc_hd__edfxtp_1 (85%), sky130_fd_sc_hd__dfxtp_1 (14%), sky130_fd_sc_hd__nor2b_1 (0.035%), sky130_fd_sc_hd__nor2_1 (0.031%), sky130_fd_sc_hd__xnor2_1 (0.024%) | - |
| Dpl cell area | 0.0536 | mm² |
| Relative slew slack | 0.441 | - |
| Setup violators final | 0 | - |
| Data arrival time of the critical path | 1760 | ps |
| Layout cell share with drive strength beyond 1 | 0.0894 | - |
| Total iterations of the first detailed-routing run | 4 | - |
| Netlist area before placement | 0.0360 | mm² |
| Remaining DRCs | 0 | - |
| Count of standard-cell rows | 190 | - |
| Final instance area | 0.0584 | mm² |
| Count of warning messages emitted by the tools | 26 | - |
| Skew-Pair Late Insertion Delay | 790 | ps |
| Number of global-route vias before repair | 20662 | - |
| Post-CTS Setup Bufs | 0 | - |
| Crit path time final | 5520 | ps |
| Fin crit share | 0.294 | - |
| Number of buffers added by the clock tree synthesis step | 143 | - |
| Proportion of synthesized flip-flops having asynchronous set or reset | 0 | - |
| Detailed placer's ending HPWL | 126 | mm |
| Power density cells | 114 | mW/mm² |
| Mean cell area of the mapped netlist | 27.9 | µm² |
| Clk root buf | sky130_fd_sc_hd__clkbuf_16 | - |
| Crit path required time | 15040 | ps |
| Hold WC Path Type | reg -> reg | - |
| Count of H-tree levels built during CTS | 4 | - |
| Detailed-route vias per instance | 2.95 | - |
| Delay of the slowest cell on the worst path | 600 | ps |
| Crit start category | flop | - |
| I/O pins | 1282 | - |
| Sink Count | 1284 | - |
| Vias post-DR | 19002 | - |
| Number of max-cap violations | 0 | - |
| Global placer's final weighted congestion | 0.893 | - |
| Area leader, netlist | sky130_fd_sc_hd__edfxtp_1 | - |
| Crit. End Element | primary output | - |
| Main flop type | sky130_fd_sc_hd__edfxtp_1 | - |
| Cells along the critical path | clkdlybuf4s50_1 | - |
| Area grow syn2layout | 62.3 | % |
| Overall die width | 540 | µm |
| Post-route worst hold slack | 373 | ps |
| Hold-fix buffer count after cts | 0 | - |
| Synth flops | 1284 | - |
| Critical path's top delay family | buffers and inverters | - |
| Worst setup slack for register-to-register paths | 15110 | ps |
| Post-synthesis cell count | 1291 | - |
| Overall die height | 540 | µm |
| Highest ir drop seen on vdd | 0.0000863 | V |
| CTS tree | done | - |
| Total wire length after detailed routing | 157 | mm |
[kinds of logic (layout without fill, tap and decap cells)]
| group | count (synthesis) | count (layout) | synth area share |
|---|---|---|---|
| buffers and inverters | 0 | 1574 | 0 |
| flip-flops | 1284 | 1284 | 0.999 |
| XOR/XNOR | 1 | 1 | 0.000243 |
| AND/OR/NAND/NOR | 6 | 6 | 0.000834 |
| other | 0 | 14 | 0 |
[per-layer routing]
| layer | vias up | share of wire | track usage |
|---|---|---|---|
| li1 | 8057 | - | - |
| met1 | 9243 | 0.35 | 0.120 |
| met2 | 1496 | 0.42 | 0.154 |
| met3 | 206 | 0.20 | 0.0936 |
| met4 | 0 | 0.025 | 0.0207 |
| met5 | - | 0 | 0 |
[through the flow]
step | power, mW | setup WS, ps | instances | utilization
5_1_grt | 6.94 | 13110 | 6420 | 0.217
3_5_place_dp | 3.89 | 14040 | 6157 | 0.199
2_1_floorplan | 3.46 | 6300 | 1291 | -
4_1_cts | 6.79 | 13130 | 6417 | 0.217
3_3_place_gp | 3.90 | 14030 | 6157 | 0.199
6_report | 6.67 | 13280 | 6431 | 0.218
[flip-flops by register name (all words and copies together), names as in the netlist]
register / flops
data_buffer: 1024
temp_buffer: 256
frame_index: 2
temp_frame_index: 2
[area by class of cell]
class	instances	area, µm²	area share
well taps	3552	4440	0.0761
clock buffers	189	3900	0.0668
flip-flops and latches	1284	36000	0.615
multi-input cells	7	63.8	0.00109
clock inverters	71	937	0.0160
repair buffers	1314	13100	0.224
diodes	14	35.0	0.000600
[placed cells by master (no fill, tap or decap), drive strengths merged, types with 7 or more instances in the layout]
cell type	count
bufinv	14
clkdlybuf4s50	1281
buf	33
dfxtp	260
clkbuf	189
inv	16
clkinvlp	7
edfxtp	1024
diode	14
clkinv	34
[report_power, final]
group	internal [mW]	switching (mW)
registers	3.27	0.132
clock network	1.68	1.17
logic	0.255	0.158
[worst paths after layout]
check | start | to | cells past startpoint
worst max-delay path | data_buffer[3][171] | pbits[939] | 1
worst min-delay path | frame_index[1] | temp_frame_index[1] | 0
worst max register to register | temp_frame_index[1] | data_buffer[2][141] | 5
worst min register to register | frame_index[1] | temp_frame_index[1] | 0
Power and IR drop assume default switching activity.
